--- flow/config.mk ---
export PLATFORM = sky130hd
export DESIGN_NAME = project1
export DESIGN_NICKNAME = project1
export VERILOG_FILES = /design/flow/design.v
export SDC_FILE = /design/flow/constraint.sdc
export NUM_CORES = 4
export LEC_CHECK = 1
export CORE_AREA = 10 10 89 89
export DIE_AREA = 0 0 99 99
--- flow/constraint.sdc ---
current_design project1

set clk_period 2.4
set clk_io_pct 0.2

create_clock -name clk0 -period $clk_period

set non_clock_inputs [all_inputs -no_clocks]
set_input_delay [expr $clk_period * $clk_io_pct] -clock clk0 $non_clock_inputs
set_output_delay [expr $clk_period * $clk_io_pct] -clock clk0 [all_outputs]
--- flow/design.v ---
module comp_2(x,y,GTi,EQi,LTi,GTo,EQo,LTo);
	input [1:0] x;
	input [1:0] y;
	input GTi;
	input EQi;
	input LTi;
	output GTo;
	output EQo;
	output LTo;
	assign GTo = GTi | (EQi & ((x[1]&~y[1]) | (x[0]&~y[1]&~y[0]) | (x[1]&x[0]&~y[0])));
	assign EQo = EQi & ((~x[1]&~x[0]&~y[1]&~y[0]) | (~x[1]&x[0]&~y[1]&y[0]) | (x[1]&~x[0]&y[1]&~y[0]) | (x[1]&x[0]&y[1]&y[0]));
	assign LTo = LTi | (EQi & ((~x[1]&y[1]) | (~x[1]&~x[0]&y[0]) | (~x[0]&y[1]&y[0])));
endmodule
module comp_2n(x,y,GTo,EQo,LTo,NEG);
	parameter n = 2;
   input [2*(n-1) + 1:0] x;
	input [2*(n-1) + 1:0] y;
	output GTo, EQo, LTo;
	input NEG;
	wire [n:0] GT;
	wire [n:0] EQ;
	wire [n:0] LT;
	wire flip;
	assign GT[n] = 0;
	assign EQ[n] = 1;
	assign LT[n] = 0;
	genvar i;
	generate
		for(i=n; i>0; i=i-1)
		begin : gen_loop
			comp_2 comp_2_inst(x[2*(i-1) + 1:2*(i-1)],y[2*(i-1) + 1:2*(i-1)],GT[i],EQ[i],LT[i],GT[i-1],EQ[i-1],LT[i-1]);
		end
	endgenerate
	assign flip = NEG & (x[2*(n-1) + 1]^y[2*(n-1) + 1]);
	assign GTo = GT[0] ^ flip;
	assign EQo = EQ[0];
	assign LTo = LT[0] ^ flip;
endmodule
module project1(sw,d0,d1,d2dp,d2,d3,led);
	parameter n = 2;
	input [9:0] sw;
	output [6:0] d0;
	output [6:0] d1;
	output d2dp;
	output [6:0] d2;
	output [6:0] d3;
	output [9:0] led;
	wire [9:0] sw;
	wire [6:0] d0;
	wire [6:0] d1;
	wire [9:0] led;
	wire GT, EQ, LT;
	assign d2dp = ~sw[9] | sw[8];
	assign led[9:5] = {5{GT | EQ}};
	assign led[4:0] = {5{LT | EQ}};
	seven_segment DISP0(sw[3:0],d0,d1,sw[8],sw[9]);
	seven_segment DISP1(sw[7:4],d2,d3,sw[8],sw[9]);
	comp_2n COMP(sw[7:4],sw[3:0],GT,EQ,LT,sw[8]);
	defparam COMP.n = n;
endmodule
module seven_segment(sw,d0,d1,NEG,DEC);
	input [3:0] sw;
	input NEG;
	input DEC;
	output [6:0] d0;
	output [6:0] d1;
	reg [6:0] d0;
	reg [6:0] d1;
	always @(*)
	begin
		if(DEC == 0 && NEG == 0)  
		begin
			d0[0] = (~sw[3]&~sw[2]&~sw[1]&sw[0]) | (~sw[3]&sw[2]&~sw[1]&~sw[0]) | (sw[3]&~sw[2]&sw[1]&sw[0]) | (sw[3]&sw[2]&~sw[1]&sw[0]);
			d0[1] = (sw[2]&sw[1]&~sw[0]) | (sw[3]&sw[1]&sw[0]) | (sw[3]&sw[2]&~sw[0]) | (~sw[3]&sw[2]&~sw[1]&sw[0]);
			d0[2] = (sw[3]&sw[2]&~sw[0]) | (sw[3]&sw[2]&sw[1]) | (~sw[3]&~sw[2]&sw[1]&~sw[0]);
			d0[3] = (sw[2]&sw[1]&sw[0]) | (~sw[3]&~sw[2]&~sw[1]&sw[0]) | (~sw[3]&sw[2]&~sw[1]&~sw[0]) | (sw[3]&~sw[2]&sw[1]&~sw[0]);
			d0[4] = (~sw[3]&sw[0]) | (~sw[2]&~sw[1]&sw[0]) | (~sw[3]&sw[2]&~sw[1]);
			d0[5] = (~sw[3]&~sw[2]&sw[0]) | (~sw[3]&~sw[2]&sw[1]) | (~sw[3]&sw[1]&sw[0]) | (sw[3]&sw[2]&~sw[1]&sw[0]);
			d0[6] = (~sw[3]&~sw[2]&~sw[1]) | (~sw[3]&sw[2]&sw[1]&sw[0]) | (sw[3]&sw[2]&~sw[1]&~sw[0]);
			d1[0] = 1;
			d1[1] = 1;
			d1[2] = 1;
			d1[3] = 1;
			d1[4] = 1;
			d1[5] = 1;
			d1[6] = 1;
		end
		else if(DEC == 1 && NEG == 0)  
		begin
			d0[0] = (sw[2]|sw[0]) & (sw[3]|~sw[1]) & (~sw[2]|~sw[0]) & (~sw[3]|sw[1]);
			d0[1] = (~sw[3]&sw[2]&~sw[1]&sw[0]) | (~sw[3]&sw[2]&sw[1]&~sw[0]) | (sw[3]&sw[2]&sw[1]&sw[0]);
			d0[2] = (~sw[3]&~sw[2]&sw[1]&~sw[0]) | (sw[3]&sw[2]&~sw[1]&~sw[0]);
			d0[3] = (sw[2]|sw[0]) & (~sw[3]|sw[1]) & (sw[3]|sw[2]|~sw[1]) & (sw[3]|~sw[1]|sw[0]) & (~sw[2]|sw[1]|~sw[0]) & (~sw[3]|~sw[2]|~sw[0]);
			d0[4] = (sw[0])|(~sw[3]&sw[2]&~sw[1])|(sw[3]&sw[2]&sw[1]);
			d0[5] = (~sw[3]&~sw[2]&sw[0]) | (~sw[3]&~sw[2]&sw[1]) | (~sw[3]&sw[1]&sw[0]) | (~sw[2]&sw[1]&sw[0]) | (sw[3]&sw[2]&~sw[1]);
			d0[6] = (~sw[3]&~sw[2]&~sw[1]) | (sw[3]&~sw[2]&sw[1]) | (~sw[3]&sw[2]&sw[1]&sw[0]);
			d1[0] = (sw[3]) & (sw[2]|sw[1]);
			d1[1] = 0;
			d1[2] = 0;
			d1[3] = (sw[3]) & (sw[2]|sw[1]);
			d1[4] = (sw[3]) & (sw[2]|sw[1]);
			d1[5] = (sw[3]) & (sw[2]|sw[1]);
			d1[6] = 1;
		end
		else  
		begin
			d0[0] = (sw[2]&~sw[1]&~sw[0]) | (~sw[3]&~sw[2]&~sw[1]&sw[0]) | (sw[3]&sw[2]&sw[1]&sw[0]);
			d0[1] = (sw[3]&~sw[2]&sw[1]) | (~sw[3]&sw[2]&~sw[1]&sw[0]) | (~sw[3]&sw[2]&sw[1]&~sw[0]);
			d0[2] = (~sw[3]&~sw[2]&sw[1]&~sw[0]) | (sw[3]&sw[2]&sw[1]&~sw[0]);
			d0[3] = (~sw[2]&~sw[1]&sw[0]) | (sw[2]&~sw[1]&~sw[0]) | (sw[2]&sw[1]&sw[0]);
			d0[4] = (sw[0]) | (sw[2]&~sw[1]);
			d0[5] = (~sw[3]&~sw[2]&sw[0]) | (~sw[3]&~sw[2]&sw[1]) | (~sw[3]&sw[1]&sw[0]) | (sw[3]&~sw[1]&sw[0]) | (sw[3]&sw[2]&sw[1]);
			d0[6] = (~sw[3]&~sw[2]&~sw[1]) | (~sw[2]&~sw[1]&sw[0]) | (sw[2]&sw[1]&sw[0]);
			d1[0] = 1;
			d1[1] = 1;
			d1[2] = 1;
			d1[3] = 1;
			d1[4] = 1;
			d1[5] = 1;
			d1[6] = ~sw[3];
		end
	end
endmodule
--- flow/run.sh ---
#!/bin/bash
# OpenROAD 26Q1-2900-gdf79404cd8, Yosys 0.63+post, stock flow scripts
make -C /OpenROAD-flow-scripts/flow DESIGN_CONFIG=/design/flow/config.mk WORK_HOME=/design/flow/orfs finish
==> impl_metrics.py <==
# Synthesis and PnR figures
metrics = {
    "worst_setup_path": {
        "crit_path_start": "sw[3]",
        "worstSetupStartpointType": "primary input",
        "path_buffers": 3,
        "worstPathRequired_ns": 1.92,
        "slowest_delay_ns": 0.23,
        "cp_top_family": "buffers and inverters",
        "end_kind": "output pin",
        "crit_chain": "clkdlybuf4s15_2 -> buf_6 -> ha_1 -> a31o_2 -> a311oi_2 -> nand3b_1 -> dlygate4sd2_1",
        "crit_type": "primary input to output pin",
        "path_max_fanout": 7,
        "slowest_stage": "a31o_2",
        "cp.depth": 7,
        "cp.arrival_ns": 1.91,
    },
    "final_layout": {
        "lay_top_count": "buf_4",
        "nFillCells": 601,
        "drive_above_1_share_pct": 38.11,
        "layout_top_cells": "buf_4, clkdlybuf4s50_1, nand2_1",
        "ff_count": 0,
        "final_core_util_pct": 33.81,
        "syn_to_final_growth_pct": 82.73,
        "clkbuf_count": 0,
        "regArea_um2": 0,
    },
    "yosys": {
        "yosys_cells": 175,
        "synthMuxAreaShare_pct": 0.9029,
        "ys_warn_count": 1,
        "syn_inst": 175,
        "postSynthSeqShare_pct": 0,
        "simple_gate_share_pct": 27.43,
        "synth.logic.top_family": "AND-OR/OR-AND gates",
        "synthXorXnorAreaFrac_pct": 5.530,
        "aoi_share_pct": 39.16,
        "synth_area_per_cell_um2": 6.335,
        "netlist_area_mm2": 0.001109,
        "synth_chip_area_mm2": 0.001109,
        "ys_types": 48,
        "synthAdderAreaFrac_pct": 2.257,
    },
    "min_path": {
        "hold_depth": 4,
        "hp-start": "sw[2]",
        "hold_end": "d0[0]",
        "hp-class": "primary input to output pin",
    },
    "global_routing": {
        "overflow": 0,
        "antenna_found_initial": 0,
        "grt_usage_pct": 8.027,
        "grt_pass1_vias": 1375,
        "grt_pass1_wl_mm": 6.934,
        "grt_max_degree": 16,
    },
    "floorplanning": {
        "coreArea_mm2": 0.005991,
        "die_w_um": 99,
        "dieHeight_um": 99,
        "fp_util_pct": 18.50,
        "pin_count": 49,
        "rows": 28,
        "die_area_mm2": 0.009801,
    },
    "final_timing": {
        "rsz0062_at_grt": "yes",
        "post-route-period-util_pct": 99.59,
        "holdWs_ns": 1.553,
        "slew_headroom_pct": 79.96,
        "worst_pin_slew_ns": 0.2975,
        "fin_tns_setup_ns": 0,
        "setup_viol": 0,
        "finalHoldViolCount": 0,
        "maxSlewViolCount": 0,
        "fmax_mhz": 418.4,
        "worst_slack_ns": 0.009959,
        "fin_crit_ns": 2.390,
    },
    "routing": {
        "diodes": 0,
        "drt_iter0_drc": 62,
        "drc": 0,
        "wl_per_cell_um": 13.05,
        "vias": 1475,
        "ant_nets": 0,
        "post_drt_via_cell_ratio": 4.624,
        "wl_mm": 4.162,
        "dr.pass1.iters": 4,
    },
    "power_and_ir_drop": {
        "p_leak_nw": 0.9123,
        "power.density_mw_per_mm2": 195.2,
        "p_sw_share_pct": 41.13,
        "comb_power_share_pct": 100.0,
        "vdd_drop_max_uv": 90.39,
        "finalPower_w": 0.0003955,
        "p_switching_w": 0.0001627,
        "internal_power_w": 0.0002328,
        "clock_power_share_pct": 0,
        "seqPwrFrac_pct": 0,
    },
    "outcome": {
        "status": "complete, no violations",
    },
    "placed_design": {
        "port_buffers": 49,
        "dp_hpwl_mm": 3.086,
        "dp_slack_ns": -0.6248,
        "gp_congestion": 0.8754,
    },
    "job": {
        "maxCapViolCount": 0,
        "warnings": 34,
    },
    "clocking": {
        "ctsHoldBuffers": 0,
    },
}
metal layers:
metal | routed length (µm) | up-vias | global-route usage, % | share of wire, %
li1 | - | 754 | - | -
met1 | 1942 | 680 | 11.52 | 47
met2 | 1941 | 41 | 12.63 | 47
met3 | 278 | 0 | 1.621 | 6.7
met4 | 0 | 0 | 0.3308 | 0
met5 | 0 | - | 0 | 0
worst max path at each step:
stage | end | slack [ns]
CTS | d0[5] | 0.01
global route | led[1] | -0.07
finish | led[0] | 0.01
power groups by stage:
stage | Combinational (W) | Clock (W) | Sequential, W
CTS | 0.000381 | 0 | 0
global route | 0.000436 | 0 | 0
finish | 0.000395 | 0 | 0
synth_stat cells (3+ instances only):
cell type	n	share of area [%]
buf_4	21	14
xor2_1	6	4.7
o21ai_0	19	8.6
o22ai_1	4	2.3
inv_1	8	2.7
nand3_1	4	1.8
a32o_1	3	2.7
a21oi_1	13	5.9
nor4_1	3	1.7
o31ai_1	4	2.7
buf_2	11	5.0
nand2_1	16	5.4
nand3b_1	4	2.7
nor2_1	8	2.7
nand2b_1	8	4.5
cell families after synthesis:
family	count (synthesis)
AND-OR/OR-AND	66
XOR/XNOR	7
adder cells (fa/ha/maj)	2
buffers and inverters	44
multiplexers	1
AND/OR/NAND/NOR	55
through the flow:
stage,std cells,area [µm²]
detailed placement,304,1779
global placement,304,1779
floorplan,175,1109
global route,319,2026
CTS,315,1966
finish,319,2026
layout make-up:
| cell class | instances | area (µm²) | share of cell area (%) |
|---|---|---|---|
| tap | 75 | 93.84 | 4.632 |
| inverter | 9 | 35.03 | 1.729 |
| multi-input combinational | 131 | 957.2 | 47.25 |
| timing repair buffer | 104 | 939.7 | 46.39 |
repair_timing:
action | 4_1_cts | 5_1_grt
endpoints found under the setup margin | 32 | 16
setup buffers | 10 | 4
pin swaps | 9 | 6
resized | 81 | 28
gates cloned | 2 | 0
Power is estimated from default activity; no workload was simulated.

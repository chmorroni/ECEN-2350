==> /design/flow/run.sh <==
#!/bin/bash
# OpenROAD 26Q1-2900-gdf79404cd8, Yosys 0.63+post, stock flow scripts
make -C /OpenROAD-flow-scripts/flow DESIGN_CONFIG=/design/flow/config.mk WORK_HOME=/design/flow/orfs finish
==> /design/flow/config.mk <==
export PLATFORM = sky130hd
export DESIGN_NAME = bcdToBinary
export DESIGN_NICKNAME = bcdToBinary
export VERILOG_FILES = /design/flow/design.v
export SDC_FILE = /design/flow/constraint.sdc
export NUM_CORES = 4
export LEC_CHECK = 1
export CORE_AREA = 10 10 70 70
export DIE_AREA = 0 0 80 80
==> /design/flow/constraint.sdc <==
current_design bcdToBinary

set clk_period 3.8
set clk_io_pct 0.2

create_clock -name clk0 -period $clk_period

set non_clock_inputs [all_inputs -no_clocks]
set_input_delay [expr $clk_period * $clk_io_pct] -clock clk0 $non_clock_inputs
set_output_delay [expr $clk_period * $clk_io_pct] -clock clk0 [all_outputs]
==> /design/flow/design.v <==
module bcdToBinary(bcd,bin);
	input [8:0] bcd;
	output wire signed [7:0] bin;
	reg signed [7:0] temp;
	assign bin = temp;
	always @(bcd,temp)
		if(bcd[8]) temp = -10 * bcd[7:4] + bcd[3:0];
		else temp = 10 * bcd[7:4] + bcd[3:0];
endmodule
==> summary.txt <==
Implementation numbers.

- The data required time of the worst path is 3040 ps.
- The proportion of synthesized area in mux cells is 0.0746.
- The final route contains around 530 vias.
- In the post-synthesis netlist, the cell with the most instances is ha_1.
- The run finished with clean final reports.
- The flow measured a signed area growth from synthesis to layout of 71.9%.
- By count the netlist is led by 14 x ha_1, 8 x inv_1, 6 x xor2_1, 5 x fa_1.
- The script computed a power per unit cell area of between 200 and 250 nW/um^2.
- The largest incremental delay on the critical path is between 500 and 600 ps.
- The first global-routing pass estimated 2460 um of wire.
- The standard cell area after detailed placement is 901 sq um.
- The count of different cell masters after synthesis is 20.
- The most numerous cell type found on the critical path is ha_4.
- The share of synthesized area occupied by flip-flops and latches is 0.
- The total antenna diodes in the routed design is 0.
- For reference, the top cells by area after synthesis are ha_1 31%, fa_1 18%, xor2_1 9.2%.
- The layout has 0 clock buffers.
- The post-synthesis cell area is approximately 570 sq um.
- In the final layout, the share of cells above drive strength 1 is 0.432.
- During placement, the flow inserted port buffers numbering 15.
- The floorplan step set the die height to 80 um.
- The share of the synthesized area in the top cell type is 0.307.
- The post-detailed-route DRC marker count is 0.
- The adder and majority gate portion of the synthesized area is 0.482.
- The via count of the first global-routing pass was 569.
- The logs give a warning total of 32.
- The smallest hold slack is about 1500 ps.
- The first detailed-routing pass ran for 4 iterations.
- Averaged over all synthesized cells, the footprint is 9.20 sq um.
- The number of setup violations in the final report is 0.
- The sum of internal, switching and leakage power is ~0.22 mW.
- Setup repair after global routing left no endpoint under its margin.
- Of the total synthesized cell area, the portion taken by AND-OR and OR-AND cells is 0.0965.
- The achievable frequency is ~0.27 GHz.
- The cell total in the yosys stat output is between 60 and 70.
- For this block, the initial DRC count from the detailed router was 9.
- The overall overflow remaining after global route is 0.
- Per the OpenROAD floorplan log, the area of the core is between 3000 and 4000 sq um.
- The pin count of the biggest net entering global routing is 7.
- The weighted congestion reported at the end of routability-driven placement is between 0.8 and 0.9.
- The worst setup path is captured at an output port.
- Per the layout area report, the register area comes to 0 sq um.
- The total placed cells including tap cells is between 100 and 150.
- The initial antenna violation count is 0.
- For this run, the number of Yosys warnings is 1.
- The number of buffers inserted by hold repair at cts is 0.
- Of all nets on the critical path, the largest fanout is 3.
- The flip-flop and latch count is 0.
- The cell-mix breakdown from Yosys lists the simple-gate area share as 0.0789.
- Once layout is complete, the cells apart from fillers number between 100 and 150.
- The most critical min-delay path falls under in -> out.
- The placement row count is 21.
- The max-slew headroom at the worst pin is 0.839.
- The critical path launch point type is a primary input.
- Summed over all failing endpoints, the final setup total negative slack is 0 ps.
- The cell sequence reported for the critical path is buf_2 > ha_4 > fa_1 > ha_4 > and3b_1 > or3_1 > a31oi_2 > xor2_1 > dlygate4sd2_1.
- The cell-mix breakdown from Yosys lists the XOR/XNOR area share as 0.193.
- The top-level I/O count is 17.
- The transition time at the pin with the least slew margin is 235 ps.
- Using the TritonRoute via totals, the vias-per-cell ratio works out to ~3.7.
- The antenna violation net count after detailed routing is 0.
- The routed length per instance is approximately 9.8 um.
- The total routing usage reported by global routing is 0.0451.
- Per the OpenROAD power report, leakage power amounts to around 0.47 nW.
- The largest family of logic cells by area is adder cells.
- The effective utilization at floorplan is 0.167.
- The number of instances in the synthesized netlist is about 62.
- The number of hold violations in the final report is 0.
- The worst path arrival time is around 3000 ps.
- The top cell type by total area after synthesis is ha_1.
- The final layout contains routed wiring with a total length of approximately 1400 um.
- The chip occupies between 6000 and 7000 sq um.
- In the placement report, post-DP HPWL is listed as roughly 1200 um.
- The cell area after layout is about 980 sq um.
- The slowest cell on the critical path is fa_1.
- In the finished design, the share of the clock period the worst path needs comes to 0.978.
- The routed design could run at a clock period as short as about 3700 ps.
- The overall die width is around 80 um.
- The number of maximum-capacitance violations recorded for the run is 0.
- In the final report, the number of pins over their slew limit comes to 0.
- Per the power-grid run, VDD falls by no more than ~0.00010 V.
- The start-to-end type of the worst setup path is in -> out.
- The summed standard-cell area reported by yosys is about 570 sq um.
repair_timing:
action	in CTS	in global routing
endpoints found under the setup margin	6	4
resized	32	5
buffers inserted	2	0
pin swaps	11	5
layout make-up:
class	count	area, sq um
fillers	357	2430
inverters	8	30.0
multi-input cells	52	617
well taps	46	57.6
repair buffers	35	277
kinds of logic (layout without fill, tap and decap cells):
| group | count (synthesis) | in the layout |
|---|---|---|
| and+or+nand+nor | 9 | 9 |
| AOI/OAI and AO/OA | 9 | 9 |
| muxes | 4 | 4 |
| xor gates and xnor gates | 11 | 11 |
| adders and majority gates | 19 | 19 |
| buffers and inverters | 10 | 43 |
critical path, delay by kind of cell:
family	cells	cell delay, ps
AOI/OAI and AO/OA	1	230
xor gates and xnor gates	1	150
adders and majority gates	3	980
buffers and inverters	2	350
and+or+nand+nor	2	480
path summary, 6_finish.rpt:
kind               start     end  slack (ps)  cells past startpoint
setup / recovery  bcd[7]  bin[6]          80                      9
hold / removal    bcd[0]  bin[0]        1520                      0
per-layer routing:
layer	wire length, um	share of wire	GRT usage
met5	0	0	0
met4	0	0	0.00352
met3	68	0.049	0.00795
met2	577	0.42	0.0658
met1	729	0.53	0.0695
layout by cell type, fill, tap and decap left out:
master	n
a21oi_2	4
o21ai_0	1
mux2i_1	1
or3_1	1
and3b_1	1
nor3b_1	1
a21o_1	2
fa_2	1
inv_2	1
a31oi_2	1
nor2_1	3
a21oi_1	1
clkbuf_2	1
mux2_2	2
dlymetal6s2s_1	1
nand2_1	2
clkdlybuf4s50_1	6
mux2i_2	1
ha_4	5
buf_2	3
xor2_1	6
dlygate4sd2_1	3
buf_4	21
nor2_2	1
xnor2_1	4
inv_1	7
fa_1	4
xnor3_1	1
ha_1	9
report_power, final:
group | internal, mW | leakage, nW | switching [mW]
Clock | 0 | 0 | 0
Sequential | 0 | 0 | 0
Combinational | 0.136 | 0.467 | 0.0860
Total | 0.136 | 0.467 | 0.0860
stage by stage:
stage | setup slack (ps) | utilization
6_report | 82.4 | 0.287
5_1_grt | 3.35 | 0.287
4_1_cts | 9.89 | 0.284
3_5_place_dp | -765 | 0.264
3_3_place_gp | -749 | 0.264
2_1_floorplan | 287 | -
Power figures rest on the tool's default switching activity, not on a simulated workload.
